[/design/flow/run.sh]
#!/bin/bash
# OpenROAD 26Q1-2900-gdf79404cd8, Yosys 0.63+post, stock flow scripts
make -C /OpenROAD-flow-scripts/flow DESIGN_CONFIG=/design/flow/config.mk WORK_HOME=/design/flow/orfs finish
[/design/flow/config.mk]
export PLATFORM = sky130hd
export DESIGN_NAME = counter1second
export DESIGN_NICKNAME = counter1second
export VERILOG_FILES = /design/flow/design.v
export SDC_FILE = /design/flow/constraint.sdc
export NUM_CORES = 4
export LEC_CHECK = 1
export CORE_AREA = 10 10 111 111
export DIE_AREA = 0 0 121 121
[/design/flow/constraint.sdc]
current_design counter1second

set clk_period 5.3
set clk_io_pct 0.2

create_clock -name clk0 -period $clk_period [get_ports {clock}]

set non_clock_inputs [all_inputs -no_clocks]
set_input_delay [expr $clk_period * $clk_io_pct] -clock clk0 $non_clock_inputs
set_output_delay [expr $clk_period * $clk_io_pct] -clock clk0 [all_outputs]
[/design/flow/design.v]
`timescale 1ns / 1ps
module counter1second (
	input clock,     
	input [1:0] velocidade,
	input enable,
	output [3:0] y
);
	reg [31:0] value;
	reg saida;
always @(posedge clock) begin
	value <= enable ? (value + 1'b1) : 4'b0000 ;
	if(velocidade == 1) begin 	saida <= value [25];  end 
	if(velocidade == 2) begin 	saida <= value [26];  end 
end
	assign y = saida;
endmodule
==> out/summary.rpt <==
========================================================================================
Outcome ................................................................... finished clean
Tally of max-capacitance violations .......................................            0
Detail-routed via count per cell ..........................................         3.51
Cts bufs inserted .........................................................            3
RSZ-0062 raised after global routing ......................................        false
Number of standard-cell rows in the floorplan .............................           36
Last weighted congestion value of the routability-driven placer ...........        0.774
Gate count of the mapped netlist ..........................................          154
Average wire per cell in the routed design ................................      7.99 um
Worst path required time ..................................................      5.50 ns
Final Setup Violations ....................................................            0
Vertical die dimension ....................................................       121 um
Worst vdd rail ir drop ....................................................   0.000174 V
Depth of the critical timing path with buffers and inverters included .....            5
Class of the worst hold path .............................................. flip-flop to flip-flop
Cell type with the highest aggregate area in the netlist .................. sky130_fd_sc_hd__dfxtp_1
Actual slew at the worst max-slew pin .....................................     0.722 ns
Tally of yosys warning messages ...........................................            1
Worst Hold Depth ..........................................................            1
Share of layout cells above drive strength 1 ..............................        6.45%
Largest net degree at the start of global routing .........................           24
Cell types with the largest area share after synthesis .................... sky130_fd_sc_hd__dfxtp_1, sky130_fd_sc_hd__xnor2_1, sky130_fd_sc_hd__a21oi_1
Number of warnings the tools reported .....................................           25
Maximum achievable frequency ..............................................      459 MHz
Via count .................................................................         1012
Number of sinks handled by clock tree synthesis ...........................           28
Worst-path cell chain ..................................................... ha_1 -> nand4_2 -> or3_1 -> or4_1 -> a21oi_1
PnR Total Power ...........................................................       358 uW
H-Tree Level Count ........................................................            1
Area of the die ...........................................................  0.0146 mm^2
Setup crit end kind .......................................................    flip-flop
Post CTS Setup Buffer Count ...............................................            0
Number of resized instances in the post-cts repair step ...................            0
Fin crit period ...........................................................      2.18 ns
All-layer global routing usage ............................................        3.30%
Depth of the worst register-to-register path ..............................            5
Leak ......................................................................     0.434 nW
Initial core utilization ..................................................        13.4%
Setup Slack @ Placement ...................................................      2.85 ns
IO Port Bufs ..............................................................            4
Worst clock skew on the final layout ......................................   0.00417 ns
Mean post-synth cell area .................................................    8.60 um^2
Detailed Route Iter0 Violations ...........................................           53
Residual DRC ..............................................................            0
Number of global-route vias before repair .................................          969
Pwr Density ...............................................................  233 mW/mm^2
CTS Hold Buffers Added ....................................................            0
First drt pass iteration count ............................................            4
Commonest non-fill, non-tap cells in the layout ........................... sky130_fd_sc_hd__dfxtp_1, sky130_fd_sc_hd__nor2_1, sky130_fd_sc_hd__nand2_1, sky130_fd_sc_hd__a21oi_1
Part of the Yosys area used for sequential elements .......................        43.1%
Worst Hold Slack ..........................................................     0.474 ns
P&R area growth vs syn ....................................................        16.0%
Number of antenna violations at the first check in global routing .........            0
Maximum net fanout on the critical path ...................................           10
Slowest cell on the critical path ......................................... sky130_fd_sc_hd__or3_1
TritonCTS clock tree ......................................................         done
Post-synth tally of flip-flops with integrated enable .....................            1
Asr flop ratio synth ......................................................           0%
DPL Wire Length ...........................................................      1600 um
Number of antenna cells inserted ..........................................            0
Worst setup path category ................................................. flip-flop to flip-flop
# Cells Yosys .............................................................          154
Top area contributor share ................................................        40.8%
Synth cell types ..........................................................           32
Arrival time at the worst endpoint ........................................      2.37 ns
Worst-case clock buffer depth .............................................            2
Total routed wirelength ...................................................      2300 um
Number of slew-limit violations in the final report .......................            0
Delay contributed by the slowest stage of the critical path ...............      0.58 ns
Endpoints failing hold ....................................................            0
Commonest Layout Cell ........................................................... sky130_fd_sc_hd__dfxtp_1
Post-synthesis chip area from yosys ....................................... 0.00132 mm^2
Post-synthesis instance area .............................................. 0.00132 mm^2
Ports .....................................................................            8
Category of cells accounting for the largest share of critical-path delay . simple AND/OR/NAND/NOR gates
Horiz. Die Dim ............................................................       121 um
Critical path startpoint category .........................................    flip-flop
Master cell of the clock root buffer ...................................... sky130_fd_sc_hd__clkbuf_8
Most used flip-flop cell after synthesis .................................. sky130_fd_sc_hd__dfxtp_1
Total gr overflow .........................................................            0
Clock-pin transition on the worst setup and hold timing paths .............      0.09 ns
Post-route antenna net violation count ....................................            0
Final setup TNS ...........................................................         0 ns
Wire length of the first global-routing pass ..............................      4280 um
Core area ................................................................. 0.00986 mm^2
Buffers plus inverters on the worst setup path ............................            0
Synth flops ...............................................................           28
Minimum setup slack in the final design ...................................      3.12 ns
Clk Latency, worst-skew pair ..............................................      0.27 ns
Final worst-path cycle share ..............................................        41.1%
Tightest slew margin relative to the limit ................................        51.8%
========================================================================================
==> through the flow <==
stage	util [%]	std cells	cell area [um^2]
floorplan	-	156	1330
global placement	15.0	284	1480
detailed placement	15.0	284	1480
CTS	15.6	288	1540
global route	15.6	288	1540
finish	15.6	288	1540
==> where the power goes <==
group	internal (mW)	total [mW]	leakage, nW	switching (mW)
Clock	0.0664	0.129	0.0288	0.0630
Combinational	0.00595	0.0127	0.178	0.00670
Sequential	0.214	0.216	0.227	0.00219
Total	0.287	0.358	0.434	0.0719
==> worst reg2reg max path, stage by stage (launching register included) <==
cell,delay [ns]
sky130_fd_sc_hd__dfxtp_1,0.38
sky130_fd_sc_hd__ha_1,0.24
sky130_fd_sc_hd__nand4_2,0.22
sky130_fd_sc_hd__or3_1,0.58
sky130_fd_sc_hd__or4_1,0.54
sky130_fd_sc_hd__a21oi_1,0.14
==> synthesized netlist by cell type, types with 2 or more instances <==
library cell,n
sky130_fd_sc_hd__dfxtp_1,27
sky130_fd_sc_hd__a21oi_1,12
sky130_fd_sc_hd__nand2_1,12
sky130_fd_sc_hd__nor2_1,12
sky130_fd_sc_hd__nand3_1,9
sky130_fd_sc_hd__or3_1,9
sky130_fd_sc_hd__inv_1,8
sky130_fd_sc_hd__o21ai_0,8
sky130_fd_sc_hd__xnor2_1,8
sky130_fd_sc_hd__nor4_1,7
sky130_fd_sc_hd__buf_4,4
sky130_fd_sc_hd__o31ai_1,4
sky130_fd_sc_hd__or4_1,4
sky130_fd_sc_hd__clkbuf_1,3
sky130_fd_sc_hd__mux2i_1,3
sky130_fd_sc_hd__nand2b_1,3
sky130_fd_sc_hd__and3_1,2
sky130_fd_sc_hd__ha_1,2
sky130_fd_sc_hd__nand3_2,2
sky130_fd_sc_hd__nor3_1,2
sky130_fd_sc_hd__xor2_1,2
==> cell families after synthesis <==
family | synth area share (%)
mux | 3.12
flops | 43.1
buf+inv | 6.62
other cells | 0.283
xor+xnor | 6.62
fa+ha+maj | 1.89
simple gates | 28.5
compound gates | 9.83
==> flip-flops by register name, indices dropped and copies added, names as in the netlist <==
| signal | cells |
|---|---|
| value | 27 |
| saida | 1 |
==> area by class of cell <==
type	count	area [um^2]
Fill cell	1078	8330
Multi-Input combinational cell	111	673
Clock buffer	4	55.1
Tap cell	133	166
Sequential cell	28	571
Inverter	8	30.0
Timing Repair Buffer	4	40.0
==> final timing paths <==
kind / startpoint / end / slack, ns
min reg2reg: value[0] / value[0] / 0.47
max: value[0] / value[22] / 3.12
max reg2reg: value[0] / value[22] / 3.12
min: value[0] / value[0] / 0.47
==> per-layer routing <==
metal  wire (um)  track usage, %  up-vias
li1            -               -      543
met1        1210            4.69      461
met2        1020            5.24        8
met3          70           0.756        0
met4           0           0.151        0
met5           0               0        -
Power and IR drop assume default switching activity.

==> /design/flow/design.v <==
module fsm_genius(		 
  input reset,				 
  input clock, 				 
  input btn0,
  input btn1,
  input btn2,
  input btn3,
  input timerPronto,
  input colorPronto,
  input [3:0] colorSeq,
  input [3:0]key,  
  output [3:0] disp7,
  output [6:0] disp7Scr,
  output [5:0] disp7Aux,
  output [3:0]color_out,
  output exibeCor,
  output pulseSeq,
  output setTimerOn,
  output [1:0] velocity
);
  reg [3:0]color = 4'b0000;
  reg [3:0]code = 4'b0000;
  reg [6:0]codeScr = 6'b000000;
  reg [5:0]codeAux = 4'b0000;
  reg [5:0] state;							 
  reg [5:0] next_state;			 
  reg [1:0] dificuldade;
  reg [1:0] velocidade;
  reg [1:0] modo;
  reg [5:0] qtd_cores;			 
  reg [5:0] indSeq ;
  reg [1:0] cor;				     
  reg [5:0] max_cor;				 
  reg [4:0] cor_atual;			 
  reg [3:0] seq[31:0];	     
  reg pulse;					       
  reg next_player;
  reg p1 = 1;	 
  reg stateTimer = 0;
  reg stateColor = 0;
  reg geraSeq = 0;
  reg setColor = 0;
  reg startTimer = 0;
  reg btn0on = 0;
  reg btn1on = 0;
  reg btn2on = 0;
  reg btn3on = 0;
	parameter off=                  1,
				 menu=                 2,
	 			 dif1=                 3,
				 dif2=                 4,
				 dif3=                 5,
				 vel1=                 6,
				 vel2=                 7,
				 mode1=                8,
				 mode2=                9,
 				 gen_sequence=         10,
				 exibe_sequencia=      11,
				 errou=             	  12,
 				 acertou=              13,
 				 player_gera=          14,
 				 continuar=				  15,
				 player_responde=      16,
				 ganhou=					  17;	
  always @(posedge clock) begin
		if(!reset) begin
			state <= off;
		end
		else state <= next_state;
	end
  always @(posedge clock) begin
	  case(state)
    	off:	begin 
			setColor = 1;
			color = 4'b0101;
			dificuldade=0;
			velocidade=0;
			modo =0;
			qtd_cores = 0;
			code = 0;
			codeAux = 0;
			codeScr = 0;
			indSeq <= 0;
			next_state <= off;
			if(btn0) begin  
				next_state <= menu;
			end
		end
		menu:	begin
				next_state <= dif1;
				btn0on = 1;
		end
      dif1: begin 
			max_cor = 8;
			dificuldade = 1;
			code <= 1;	
			if(btn0 && !btn0on) begin 	
				btn0on = 1; next_state <= dif2;
			end
			if(!btn0) begin btn0on = 0; end
			if(btn1 && !btn1on) begin 
				btn1on = 1; next_state <= vel1;
			end
			if(!btn1) begin btn1on = 0; end
      end
		dif2:begin
			max_cor = 16;
			dificuldade = 2;
			code <= 2;
			if(btn0 && !btn0on) begin 	
				btn0on = 1; next_state <= dif3;
			end
			if(!btn0) begin btn0on = 0; end
			if(btn1 && !btn1on) begin 
				btn1on = 1; next_state <= vel1;
			end
			if(!btn1) begin btn1on = 0; end
		end
      dif3:begin
			max_cor = 32;
			dificuldade = 3;
			code <= 3;
			if(btn0 && !btn0on) begin  
				btn0on = 1; next_state <= dif1;
			end
			if(!btn0) begin btn0on = 0; end
			if(btn1 && !btn1on) begin 
				btn1on = 1; next_state <= vel1;
			end
			if(!btn1) begin btn1on = 0; end
		end
		vel1:begin
			velocidade = 1;
			code <= 4;
			if(btn0 && !btn0on) begin  
				btn0on = 1; next_state <= vel2;
			end
			if(!btn0) begin btn0on = 0; end
			if(btn1 && !btn1on) begin 
				btn1on = 1; next_state <= mode1;
			end
			if(!btn1) begin btn1on = 0; end
		end
		vel2:begin
			velocidade = 2;
			code <= 5;
			if(btn0 && !btn0on) begin  
				btn0on = 1; next_state <= vel1;
			end
			if(!btn0) begin btn0on = 0; end
			if(btn1 && !btn1on) begin 
				btn1on = 1; next_state <= mode1;
			end
			if(!btn1) begin btn1on = 0; end
		end
		mode1: begin
			modo = 1;
			code <= 6;
			if(btn0 && !btn0on) begin  
				btn0on = 1; next_state <= mode2;
			end
			if(!btn0) begin btn0on = 0; end
			if(btn1 && !btn1on) begin 
				btn1on = 1; next_state <= gen_sequence;
			end
			if(!btn1) begin btn1on = 0; end
		end
		mode2: begin 
			modo = 2;
			code <= 7;
			if(btn0 && !btn0on) begin  
				btn0on = 1; next_state <= mode1;
			end
			if(!btn0) begin btn0on = 0; end
			if(btn1 && !btn1on) begin 
				btn1on = 1; next_state <= player_gera;
			end
			if(!btn1) begin btn1on = 0; end
		end
		gen_sequence: begin
			if(colorPronto) begin 
				stateColor = 1;
				seq[qtd_cores] = colorSeq;
				geraSeq = 0;
				next_state <= gen_sequence;
			end  
			else begin 
				if(!colorPronto && stateColor)begin 
					geraSeq = 0; 
					stateColor = 0; 
					if(max_cor > qtd_cores)begin 
						qtd_cores = qtd_cores + 1;
						next_state <= exibe_sequencia;
					end else begin 
						if(qtd_cores == max_cor) begin 
							qtd_cores = 0;
							next_state <= ganhou;
						end
					end 
				end
				else begin geraSeq = 1; end
			end
				codeScr = (qtd_cores * 2)-2;
				if(velocidade == 2) begin 
					codeScr = qtd_cores;	
				end
			end
	  exibe_sequencia: begin
		code <= 12;
	  if(timerPronto)begin 
		color = seq[indSeq];
		stateTimer = 1;
		code <= 13;
	  end else begin 
		  if(!timerPronto && stateTimer)begin 
				stateTimer = 0;
				indSeq = indSeq + 1;
				startTimer = 0;
				if(qtd_cores > indSeq) begin 
					next_state <= exibe_sequencia; 	
				end else begin 
					if(indSeq == qtd_cores) begin 
					indSeq = 0;
					color = 4'b0110;  
					next_state <= player_responde;
					end
				end 
		  end else 	begin 
				startTimer = 1;
				color = 4'b1111; 
			end
	  end
		end
		 continuar: begin 
			 if(btn0 && !btn0on) begin  
					btn0on = 1; 
					next_state <= gen_sequence; 
			 end
			 if(!btn0) begin btn0on = 0; end
      end
		player_responde: begin 
			code <= 11;
			if(btn0 && !btn0on) begin color = 4'b0011; end  
			if(btn1 && !btn1on) begin color = 4'b0100; end  
			if(btn2 && !btn2on) begin color = 4'b0010; end  
			if(btn3 && !btn3on) begin color = 4'b0001; end  
			if(!btn0) begin btn0on = 0; end
			if(!btn1) begin btn1on = 0; end
			if(!btn2) begin btn2on = 0; end
			if(!btn3) begin btn3on = 0; end
			if( (btn0 && !btn0on)||(btn1 && !btn1on)||(btn2 && !btn2on)||(btn3 && !btn3on) ) begin 
				btn0on = 1 ;
				btn1on = 1 ;
				btn2on = 1 ;
				btn3on = 1 ;
				if(seq [indSeq] == color)begin 
					indSeq = indSeq +1;
					if(indSeq < qtd_cores)begin
						next_state <= player_responde;
					end else begin  
						if(indSeq == qtd_cores)begin
							indSeq = 0;
							color = 4'b1111;
							next_state <= acertou;
						end
					end	
				end else if(seq [indSeq] != color)begin 
					next_state <= errou;
				end
			end
				codeAux <= indSeq;
		end
		acertou: begin 
			startTimer = 1;
			if(timerPronto) begin
				startTimer = 0;
				code <= 9;  
				if(modo == 1) begin next_state <= gen_sequence;end
				if(modo == 2) begin next_state <= player_gera; end	
			end 
		end
		errou: begin 
			codeAux <= 33;
			code <= 14;
			if(btn0 && !btn0on) begin  
				qtd_cores = 0;
				btn0on = 1; 
				next_state <= gen_sequence;
			end
			if(!btn0) begin btn0on = 0; end
			if(btn1 && !btn1on) begin 
				qtd_cores = 0;
				btn1on = 1; next_state <= off;
			end
			if(!btn1) begin btn1on = 0; end
		end
		ganhou:begin 
			codeAux <= 34;
			code <= 14;  
			if(btn0 && !btn0on) begin  
				qtd_cores = 0;
				btn0on = 1; 
				if(modo == 1) begin 
					next_state <= gen_sequence;
				end
				if(modo == 2) begin 
					next_state <= player_gera;
				end
			end
			if(!btn0) begin btn0on = 0; end
			if(btn1 && !btn1on) begin 
				qtd_cores = 0;
				btn1on = 1; next_state <= off;
			end
			if(!btn1) begin btn1on = 0; end
		end
		player_gera: begin 
			p1 = ~p1;
			code <= 10;
			if(btn0 && !btn0on) begin color = 4'b0011; end  
			if(btn1 && !btn1on) begin color = 4'b0100; end  
			if(btn2 && !btn2on) begin color = 4'b0010; end  
			if(btn3 && !btn3on) begin color = 4'b0001; end  
			if(!btn0) begin btn0on = 0; end
			if(!btn1) begin btn1on = 0; end
			if(!btn2) begin btn2on = 0; end
			if(!btn3) begin btn3on = 0; end
			if( (btn0 && !btn0on)||(btn1 && !btn1on)||(btn2 && !btn2on)||(btn3 && !btn3on) ) begin 
				btn0on = 1 ;
				btn1on = 1 ;
				btn2on = 1 ;
				btn3on = 1 ;
				seq[qtd_cores] = color;
				if(max_cor > qtd_cores)begin 
					qtd_cores = qtd_cores + 1;
					next_state <= exibe_sequencia;
				end else begin 
					if(qtd_cores == max_cor) begin 
						qtd_cores = 0;
						next_state <= ganhou;
					end
				end 
			end
				codeScr = (qtd_cores * 2)-2;
				if(velocidade == 2) begin 
					codeScr = qtd_cores;	
				end
		end
		default: next_state <= off;
	  endcase
	  end
	  assign color_out[3:0]   = color;
	  assign disp7[3:0]   = code;
	  assign disp7Scr[6:0]   = codeScr;
	  assign disp7Aux[5:0]   = codeAux;
	  assign pulseSeq = geraSeq;
	  assign setTimerOn = startTimer;
	  assign velocity = velocidade;
	  assign exibeCor = setColor;
	  endmodule
==> /design/flow/run.sh <==
#!/bin/bash
# OpenROAD 26Q1-2900-gdf79404cd8, Yosys 0.63+post, stock flow scripts
make -C /OpenROAD-flow-scripts/flow DESIGN_CONFIG=/design/flow/config.mk WORK_HOME=/design/flow/orfs finish
==> /design/flow/config.mk <==
export PLATFORM = sky130hd
export DESIGN_NAME = fsm_genius
export DESIGN_NICKNAME = fsm_genius
export VERILOG_FILES = /design/flow/design.v
export SDC_FILE = /design/flow/constraint.sdc
export NUM_CORES = 4
export LEC_CHECK = 1
export CORE_UTILIZATION = 30
==> /design/flow/constraint.sdc <==
current_design fsm_genius

set clk_period 6.2
set clk_io_pct 0.2

create_clock -name clk0 -period $clk_period [get_ports {clock}]

set non_clock_inputs [all_inputs -no_clocks]
set_input_delay [expr $clk_period * $clk_io_pct] -clock clk0 $non_clock_inputs
set_output_delay [expr $clk_period * $clk_io_pct] -clock clk0 [all_outputs]
==> reports/summary.txt <==
status: complete, no violations
first-pass GRT wire length: 45800 um
Max Fclk: 0.220 GHz
tool warning count: 37
final setup violation count: 0
post-synth top area cell: edfxtp_1
# rows: 68
biggest area cells: edfxtp_1, nand2_1, a21oi_1, nor2_1, ha_1
Comb pwr share: 0.479
Final Non-Filler Cells: 1481
Clk pin slew, worst setup/hold paths: 0.09 ns
Unique cell types: 85
area delta synth->final: 13.8%
Starting DRT DRC Count: 693
initial antenna violation count: 0
fill count: 3468
synth warn: 2
total gr overflow: 0
switching power: 0.00241 W
CTS max path bufs: 2
Syn Inst Count: 994
top-count cell post-synth: edfxtp_1
# placed instances: 1449
Design Area, Final: 12000 um2
Max Slew Vio Count: 0
Leak Pwr: 4.11 nW
clock power share: 0.210
maximum vdd drop: 0.252 mV
DR WL/cell: 20.0 um
total power: 0.00556 W
n_diodes: 0
class of the worst hold path: register to register
Via Count: 8151
Max-slew headroom: 0.380
nature of the critical path endpoint: register
final hold vios: 0
root buf cell: clkbuf_16
Crit Path Max Fanout: 11
worst-margin pin slew: 0.918 ns
RSZ-0062 raised after global routing: no
Synth Area per Inst: 10.6 um2
Sink Count: 189
clock buffer count from CTS: 17
worst skew pair latency: 0.44 ns
Crit path required time: 6.28 ns
number of I/O pins: 42
Synth async-reset ratio: 0
sequential share of power: 0.312
# Cells Yosys: 994
Final Wtd Congestion: 0.964
Arr. time, crit path: 4.63 ns
core footprint: 34500 um2
Post-CTS Setup Inserts: 0
dpl hpwl: 20900 um
Die X: 189 um
synthesized chip area reported by yosys: 10500 um2
synthesized area: 10500 um2
antenna viol nets, final: 0
final WL: 29700 um
WS Path Type: input pin to register
Final Cycle Share: 0.735
Sw Share: 0.433
TritonRoute pass-1 iters: 5
Post-synth EDFFs: 181
DRC: 0
# Max-Cap Violations: 0
share of cells above drive strength 1: 0.0848
clock skew after layout: 0.0167 ns
H-tree depth: 4
Setup Total Neg Slack: 0 ns
gr usage total: 0.174
register area share after synthesis: 0.532
largest net degree at the start of global routing: 60
chip height: 189 um
CTS tree: done
vias in the first global route: 7774
Comb gate area: 4500 um2
Port Buffer Count: 37
fp util: 0.305
drt via density: 5.50
Worst Setup Start Kind: input pin
post-cts gate resize count: 0
synth cell count leaders: edfxtp_1, nand2_1, nor2_1
Die Area: 35800 um2
#FFs+latches synth: 189
PwrDens: 465 nW/um2
sequential cell area: 5600 um2
dpl cell area: 11300 um2
P_int: 0.00316 W
Tmin final: 4.55 ns
Top FF cell, synth: edfxtp_1
share of the synthesized area in the top cell type: 0.516
hold bufs inserted after CTS: 0
-- logic make-up (layout without fill, tap and decap cells) --
logic type,after synthesis,after routing,synth area share
buffers and inverters,94,126,0.0414
AND-OR/OR-AND,259,259,0.167
AND/OR/NAND/NOR,370,370,0.178
XOR/XNOR,19,19,0.0158
flip-flops,189,189,0.532
multiplexers,39,39,0.0390
adder cells (fa/ha/maj),23,23,0.0273
other,1,1,0.000356
-- sequential cells by signal, indices dropped and copies added (netlist names), 2 cells and up --
signal / flops
seq: 128
codeScr: 7
codeAux: 6
indSeq: 6
next_state: 6
qtd_cores: 6
state: 6
code: 4
color: 4
max_cor: 3
modo: 2
velocidade: 2
-- layout by cell type, fill, tap and decap left out, types with 8 or more instances in the layout --
cell | Yosys | routed
nand3b_1 | 14 | 14
clkbuf_16 | 0 | 17
and2_1 | 12 | 12
buf_4 | 4 | 21
clkdlybuf4s50_1 | 0 | 37
mux2i_1 | 28 | 28
nand2_1 | 95 | 95
mux2_2 | 8 | 8
xnor2_1 | 13 | 13
nor2_1 | 91 | 91
inv_1 | 33 | 33
o22ai_1 | 21 | 21
o21a_1 | 8 | 8
nor4_1 | 13 | 13
nor3_1 | 28 | 28
dfxtp_1 | 8 | 8
ha_1 | 23 | 23
a31oi_1 | 10 | 10
nand3_1 | 29 | 29
a21oi_1 | 71 | 71
nand2b_1 | 19 | 19
edfxtp_1 | 181 | 181
o21ai_0 | 38 | 37
a22oi_1 | 12 | 12
or3_1 | 11 | 11
nor2b_1 | 14 | 14
-- path summary, 6_finish.rpt --
kind              endpoint  slack [ns]  cells after the start           from
min               state[2]        0.50                      1  next_state[2]
max reg2reg  next_state[2]        1.70                     12      indSeq[0]
max              seq[2][3]        1.65                      9           btn1
min reg2reg       state[2]        0.50                      1  next_state[2]
-- critical path: stages --
cell and delay, ns:
clkdlybuf4s50_1 0.55, nand2b_1 0.33, nand4_1 0.37, nor2_1 0.09, or4_1 0.53, a2111o_1 0.42, a21o_1 0.17, or2_1 0.31
a21oi_1 0.61
-- per-layer routing --
layer / up-vias / routed length (um) / global-route usage
met5: - / 0 / 0
met4: 0 / 442 / 0.0236
met3: 30 / 3340 / 0.0696
met2: 398 / 12900 / 0.250
met1: 3903 / 13000 / 0.265
li1: 3820 / - / -
-- layout make-up --
class	count	area share
Timing Repair Buffer	58	0.0441
Inverter	36	0.0114
Clock buffer	17	0.0355
Tap cell	455	0.0475
Clock inverter	15	0.0186
Sequential cell	189	0.467
Multi-Input combinational cell	711	0.376
-- power groups by stage --
stage	logic (W)	registers [W]	clock network, W
5_1_grt	0.00291	0.00176	0.00124
6_report	0.00266	0.00173	0.00117
4_1_cts	0.00264	0.00173	0.00119
-- per-stage QoR --
stage,hold slack [ns],worst slack [ns],util
after floorplan,0.429,2.25,-
after global placement,0.479,1.32,0.328
after detailed placement,0.480,1.29,0.328
after CTS,0.490,1.73,0.347
after global routing,0.498,1.48,0.347
final,0.497,1.65,0.347
Power figures rest on the tool's default switching activity, not on a simulated workload.
